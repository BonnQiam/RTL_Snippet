--- flow/constraint.sdc ---
current_design mux_4_32_if

set clk_period 5.2
set clk_io_pct 0.2

create_clock -name clk0 -period $clk_period

set non_clock_inputs [all_inputs -no_clocks]
set_input_delay [expr $clk_period * $clk_io_pct] -clock clk0 $non_clock_inputs
set_output_delay [expr $clk_period * $clk_io_pct] -clock clk0 [all_outputs]
--- flow/design.v ---
module mux_4_32_if (
    mux_out, 
    data_3, data_2, data_1, data_0, 
    select, 
    enable);
    output 	[31: 0] mux_out;
    input 	[31: 0] data_3, data_2, data_1, data_0;
    input 	[1:0] 	select;
    input 		    enable;
    reg 	[31:0]	mux_int;
    assign mux_out = enable ? mux_int : 32'bz;
    always @ ( data_3 or data_2 or data_1 or data_0 or select)
        if (select == 0) mux_int = data_0; else
            if (select == 1) mux_int = data_1; else 
                if (select == 2) mux_int = data_2; else 
                    if (select == 3) mux_int = data_3; else mux_int = 32'bx;
endmodule
--- flow/config.mk ---
export PLATFORM = sky130hd
export DESIGN_NAME = mux_4_32_if
export DESIGN_NICKNAME = mux_4_32_if
export VERILOG_FILES = /design/flow/design.v
export SDC_FILE = /design/flow/constraint.sdc
export NUM_CORES = 4
export LEC_CHECK = 1
export CORE_AREA = 10 10 96 96
export DIE_AREA = 0 0 106 106
--- flow/run.sh ---
#!/bin/bash
# OpenROAD 26Q1-2900-gdf79404cd8, Yosys 0.63+post, stock flow scripts
make -C /OpenROAD-flow-scripts/flow DESIGN_CONFIG=/design/flow/config.mk WORK_HOME=/design/flow/orfs finish
==> Table 3: Implementation characteristics <==
Implementation parameters

Parameter                              Value

Timing
  Setup TNS after final layout .................. 0 ns
  Slew at the pin closest to its max-slew limit .................. 0.750 ns
  Max-slew headroom at the worst pin .................. 50.0%
  Achievable frequency .................. 250 MHz
  Final Hold Slack .................. 3.20 ns
  Setup violation total in the final timing report .................. 0
  Hold violation count in the final report .................. 0
  RSZ-0062 raised after global routing .................. no
  Final critical path time including I/O delays and setup .................. 4.01 ns
  Crit share post-route .................. 77.0%
  Final-report max-slew violation count .................. 0

Floorplan
  Row count .................. 31
  Die area .................. 0.0112 sq mm
  Boundary Pins .................. 163
  Initial core utilization .................. 11.3%
  Horizontal die size .................. 106 um
  Placeable core region .................. 0.00721 sq mm
  Die height .................. 106 um

Power
  Static Leakage .................. 0.000856 uW
  Maximum resistive drop on vdd .................. 41.0 uV
  Power after layout .................. 206 uW
  Power density over cell area .................. 82.8 mW/mm^2

Layout
  Combinational gate area .................. 728 sq um
  Top cells excl fill/tap .................. 161 x clkdlybuf4s50_1, 30 x mux4_2, 2 x mux4_1, 2 x buf_4, 1 x buf_2
  Area added between synthesis and finish .................. 205%
  Non-filler cells, final .................. 295
  Fraction of final layout cells sized beyond drive strength 1 .................. 16.8%
  Sequential cell area .................. 0 sq um
  Num sequential .................. 0
  Commonest Layout Cell .................. clkdlybuf4s50_1
  Clock buffer instance count of the final layout .................. 0
  Count of fill cells added during filler insertion .................. 731

Clocking
  Number of buffers inserted by post-CTS setup repair .................. 0
  Post-CTS resize count .................. 0
  Hold buffer count at cts .................. 0

Setup path
  Ordered cell list for the critical path .................. buf_2 > buf_4 > mux4_2 > clkdlybuf4s50_1
  Endpoint required time on the critical path .................. 4.16 ns
  Data arrival at the endpoint of the critical path .................. 2.97 ns
  Highest fanout seen on the critical path .................. 23
  Setup Crit Path Kind .................. in -> out
  Critical-path cell with the highest stage delay .................. buf_2
  Critical path startpoint category .................. input port
  CP peak stage delay .................. 0.58 ns
  CP endpoint kind .................. output pin

Detailed routing
  Detailed Route WL .................. 6630 um
  Vias after detailed routing .................. 1238
  Vias per Instance .................. 4.20
  Iter 0 DRT Violations .................. 25
  Remaining antenna violation count .................. 0
  Routed wire per std cell .................. 22.5 um
  DR DRC count .................. 0
  Number of detailed-route iterations in the first pass .................. 4
  Inserted Diodes .................. 0

GRT
  Initial antenna violation count .................. 2
  Number of global-route vias before repair .................. 1499
  Largest net degree at the start of global routing .................. 33
  Global-route wire length before repair .................. 9700 um
  GRT Residual Overflow .................. 0
  Global-route total usage across every layer .................. 11.5%

Synth
  Sequential area share after synthesis .................. 0%
  Yosys Instances .................. 39
  Post-synthesis instance area .................. 815 sq um
  Synth area leaders .................. mux4_2 83%, buf_12 7.4%, mux4_1 6.5%
  Syn Inst Count .................. 39
  Yosys stat area .................. 815 sq um
  Yosys warns .................. 2
  Library cell occupying the most area in the post-synthesis netlist .................. mux4_2
  Mean instance size in the synthesized netlist .................. 20.9 sq um
  Number of distinct library cell variants in the gate-level netlist after synthesis .................. 5
  Portion of synthesized cell area occupied by the leading cell type .................. 82.9%

Worst hold path
  Class of the most critical hold timing path .................. in -> out

Job
  Max-Cap Viols .................. 0
  Number of warnings the tools reported .................. 33

Place
  Post-placement cell count .................. 295
  Routability congestion estimate .................. 0.828
  Number of port buffers .................. 162

Outcome
  Outcome .................. completed
-- path summary, 6_finish.rpt --
check	to	slack (ns)	depth (start not counted)	from
max	mux_out[23]	1.19	4	select[0]
min	mux_out[31]	3.20	3	data_0[31]
-- power by group --
| group | switching, uW | leakage (uW) | total, uW | internal (uW) |
|---|---|---|---|---|
| combinational | 41.9 | 0.000856 | 206 | 164 |
| clock | 0 | 0 | 0 | 0 |
| sequential | 0 | 0 | 0 | 0 |
-- worst max-delay path, delay by kind of cell --
kind | cells | cell delay (ns)
buffers and inverters | 3 | 1.40
multiplexers | 1 | 0.51
-- layout make-up --
type | instances | share of cell area [%]
repair buffers | 164 | 65.7
well taps | 99 | 4.99
multi-input cells | 32 | 29.3
-- cells by family after synthesis --
logic type             count (synthesis)  synth area share (%)
buffers and inverters                  7                  10.6
multiplexers                          32                  89.4
-- cell usage after synthesis (all sizes together) --
master / n
mux4: 32
buf: 7
-- per-layer routing --
layer / vias up / wire, um / global-route usage [%]
li1: 522 / - / -
met1: 558 / 2430 / 12.9
met2: 142 / 2830 / 17.8
met3: 12 / 1260 / 8.87
met4: 4 / 79 / 0.967
met5: - / 21 / 0
-- stage by stage --
stage / util (%) / cell area (sq um) / setup WS (ns)
3_3_place_gp: 34.4 / 2480 / 1.13
5_1_grt: 34.4 / 2480 / 0.983
4_1_cts: 34.4 / 2480 / 1.13
6_report: 34.4 / 2480 / 1.19
2_1_floorplan: - / 815 / 2.40
3_5_place_dp: 34.4 / 2480 / 1.13
Power and IR drop assume default switching activity.

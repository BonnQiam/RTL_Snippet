`design/flow/config.mk`:
```
export PLATFORM = sky130hd
export DESIGN_NAME = mux_4_32_CA
export DESIGN_NICKNAME = mux_4_32_CA
export VERILOG_FILES = /design/flow/design.v
export SDC_FILE = /design/flow/constraint.sdc
export NUM_CORES = 4
export LEC_CHECK = 1
export CORE_AREA = 10 10 84 84
export DIE_AREA = 0 0 94 94
```
`design/flow/constraint.sdc`:
```
current_design mux_4_32_CA

set clk_period 5.2
set clk_io_pct 0.2

create_clock -name clk0 -period $clk_period

set non_clock_inputs [all_inputs -no_clocks]
set_input_delay [expr $clk_period * $clk_io_pct] -clock clk0 $non_clock_inputs
set_output_delay [expr $clk_period * $clk_io_pct] -clock clk0 [all_outputs]
```
`design/flow/design.v`:
```
module mux_4_32_CA (
    mux_out, 
    data_3, data_2, data_1, data_0, 
    select, 
    enable);
    output  [31: 0] mux_out;
    input   [31: 0] data_3, data_2, data_1, data_0;
    input   [1:0] 	select;
    input 			enable;
    wire    [31: 0] mux_int;
    assign mux_out = enable ? mux_int : 32'bz;
    assign mux_int = (select == 0)  ? data_0 : 
                        (select == 1) ? data_1:	
							(select == 2) ? data_2:
								(select == 3) ? data_3: 32'bx;
endmodule
```
`design/flow/run.sh`:
```
#!/bin/bash
# OpenROAD 26Q1-2900-gdf79404cd8, Yosys 0.63+post, stock flow scripts
make -C /OpenROAD-flow-scripts/flow DESIGN_CONFIG=/design/flow/config.mk WORK_HOME=/design/flow/orfs finish
```
==> results.txt <==
Item: results of the latest flow run.

- The number of core rows is 26.
- OpenROAD reports that the post-layout worst path occupies 78.59% of the period.
- The share of synthesized area in the top cell type comes to 82.95%.
- Summed over all nets, the half-perimeter wirelength after detailed placement is 5.011 mm.
- Counting endpoints that fail hold in the final report gives 0.
- Setup repair after global routing left no endpoint under its margin.
- The data required time at the worst endpoint is 4.16 ns.
- For this design, the slowest cell found on the critical path is clkdlybuf4s50_1.
- Looking at the post-CTS report, the setup buffer insertion count equals 0.
- STA puts the critical path data arrival time at 3.05 ns.
- The filler cells instantiated in the layout total 470.
- RePlAce ended its routability-driven mode at a weighted congestion of ~0.89.
- The worst max-slew margin expressed relative to the limit is 63.18%.
- The core outline area is around 5200 um^2.
- The biggest cell delay along the critical path is 0.82 ns.
- The number of global-route vias before repair is 1,374.
- The total chip power is 200.5 uW.
- Once detail routing completed, the nets flagged for antenna violations numbered 0.
- Looking at the max-slew report, the worst-margin pin has a slew of 0.5506 ns.
- Averaged over all synthesized cells, the footprint is ~21 um^2.
- The final layout reports a setup TNS of 0 ns.
- Before any placement, the netlist area is recorded as 814.5 um^2.
- The routed design shows a wire length per standard cell of 20.13 um.
- The relative area change from synthesis to final layout is 200.5%.
- The sequential cell count is 0.
- The floorplan die height is 94 um.
- The antenna diode count is 0.
- In the synthesized netlist, the number of instances is 39.
- The tally of clock buffers in the finished layout is 0.
- The layout summary lists the proportion of cells stronger than drive strength 1 as 16.84%.
- The wire length of the first global-routing pass is 7.700 mm.
- By area the synthesized netlist is led by mux4_2 (83%), buf_12 (7.4%), mux4_1 (6.5%), buf_2 (1.8%), buf_6 (1.4%).
- In the Yosys report the total cell count is 39.
- Listed in order, past its start point the critical path passes clkdlybuf4s50_1 -> buf_4 -> mux4_2 -> clkdlybuf4s50_1.
- The area taken by sequential standard cells is reported as 0 um^2.
- The count of endpoints failing setup in the final report is 0.
- The max-slew violation total from the final report is 0.
- The worst-case vdd ir drop is 0.03532 mV.
- Input and output buffers added on the ports amount to 162.
- The quantity of gates resized following cts is 0.
- The type of origin of the critical path is an input pin.
- The remaining routing DRC violations is 0.
- The power per cell area is 81.91 nW/um^2.
- The length of the first detailed-routing pass in iterations is 3.
- The ratio of routed vias to standard cells is 4.406.
- Of all cell types, the one taking the most synthesized area is mux4_2.
- For this run, the chip area from Yosys synthesis comes to 814.5 um^2.
- The x dimension of the die is 94 um.
- The cell repeated most along the worst path is clkdlybuf4s50_1.
- The count of tool warnings is 33.
- The floorplan die area is 8836 um^2.
- 163 I/O pins were placed.
- The kind of capture point of the worst setup path is an output pin.
- Global routing used around 11% of the available tracks across all layers.
- The total congestion overflow after global routing is 0.
- The startpoint-to-endpoint class of the critical path is in -> out.
- The detailed router reported a total wirelength of 5.354 mm.
- The share of the core filled with cells in the final layout is 47.02%.
- The critical-path maximum fanout is 20.
- The count of hold buffers inserted by post-cts repair is 0.
- Derived from the worst setup path, the maximum achievable clock frequency is approximately 240 MHz.
- Of the synthesized area, sequential elements account for 0%.
- The initial antenna violation count was 0.
- Checking hold timing, the worst path is listed with class in -> out.
- The number of unique standard cell types used by synthesis is 5.
- The count of buffering cells on the critical path with inverters included is 3.
- The shortest clock period the worst path allows after layout is 4.087 ns.
- The max-capacitance violation count is 0.
- The flow ran to the end, and the final reports show no timing, DRC or antenna violations.
- The number of vias after detailed routing is 1,172.
- Per the OpenROAD power report, leakage power amounts to 0.0008556 uW.
- Counting the warning lines in the Yosys log gives 1.
- The dominant delay contributor by cell family on the critical path is buffers and inverters.
- Entering global routing, the biggest net connects 23 pins.
- The number of design-rule violations left by the first detailed-router iteration is 16.
- The starting density of the core is around 16%.
[cell type report]
class              instances  area, um^2  area share, %
well taps                 70       87.58          3.579
repair buffers           164        1632          66.67
multi-input cells         32       728.2          29.75
[power by group]
group          switching, uW  total [uW]  internal, uW
Clock                      0           0             0
Sequential                 0           0             0
Combinational           37.1         200           163
[through the flow]
stage,hold WS [ns],setup WS (ns),cell area (um^2),std cells
floorplan,2.166,2.403,814.5,39
global placement,3.148,1.054,2447,266
detailed placement,3.148,1.052,2447,266
CTS,3.147,1.052,2447,266
global route,3.180,0.9904,2447,266
finish,3.123,1.113,2447,266
[path summary, 6_finish.rpt]
path              cells past startpoint          to      start
setup / recovery                      4  mux_out[0]  select[1]
hold / removal                        3  mux_out[9]  select[0]
[cells by family (layout without fill, tap and decap cells)]
logic type	Yosys count	after routing	share of synthesized area, %
buffers and inverters	7	164	10.60
muxes	32	32	89.40
[Yosys cell counts]
master and n:
buf_12 3, buf_2 3, buf_6 1, mux4_1 2
mux4_2 30
[cells in the final DEF, fill, tap and decap left out]
cell type and instances:
clkdlybuf4s50_1 161, mux4_1 2, buf_4 2, mux4_2 30, buf_2 1
[routing by layer]
layer  wire [um]  track usage (%)  up-vias
li1            -                -      522
met1        1794            11.92      546
met2        2705            20.28       98
met3         778            5.897        6
met4          76            1.519        0
met5           0                0        -
Power figures rest on the tool's default switching activity, not on a simulated workload.

--- run.sh ---
#!/bin/bash
# OpenROAD 26Q1-2900-gdf79404cd8, Yosys 0.63+post, stock flow scripts
make -C /OpenROAD-flow-scripts/flow DESIGN_CONFIG=/design/flow/config.mk WORK_HOME=/design/flow/orfs finish
--- config.mk ---
export PLATFORM = sky130hd
export DESIGN_NAME = mux_4_32_case
export DESIGN_NICKNAME = mux_4_32_case
export VERILOG_FILES = /design/flow/design.v
export SDC_FILE = /design/flow/constraint.sdc
export NUM_CORES = 4
export LEC_CHECK = 1
export CORE_AREA = 10 10 84 84
export DIE_AREA = 0 0 94 94
--- constraint.sdc ---
current_design mux_4_32_case

set clk_period 1.0
set clk_io_pct 0.2

create_clock -name clk0 -period $clk_period

set non_clock_inputs [all_inputs -no_clocks]
set_input_delay [expr $clk_period * $clk_io_pct] -clock clk0 $non_clock_inputs
set_output_delay [expr $clk_period * $clk_io_pct] -clock clk0 [all_outputs]
--- design.v ---
module mux_4_32_case (
    mux_out, 
    data_3, data_2, data_1, data_0, 
    select, 
    enable);
	output 	[31: 0] mux_out;
	input 	[31: 0] data_3, data_2, data_1, data_0;
	input 	[1:0] 	select;
	input 			enable;
	reg 	[31:0]	mux_int;
	assign mux_out = enable ? mux_int : 32'bz;
	always @ ( data_3 or data_2 or data_1 or data_0 or select) begin
	    case (select)
	      0:		mux_int = data_0;
	      1:		mux_int = data_1;
	      2:		mux_int = data_2;
	      3:		mux_int = data_3;
	      default:	mux_int = 32'bx; 
	    endcase
	end
endmodule
==> reports/qor.txt <==
Post-route DRC = 0
I/O Buffers = 162
CP most frequent cell = buf_12
Global Route met1 Usage = 17.3%
DP Wirelength = 5690 um
Final Power = 0.000898 W
num rows = 26
layout cells sized above 1 = 41.8%
WL/cell = 24.0 um
gp weighted congestion = 0.810
Initial Util = 15.6%
total core area = 5200 um^2
min-delay worst type = in2out
combinational share of power = 100.0%
grt met2 use = 26.8%
CP Cell Sequence = buf_12 -> buf_12 -> buf_12 -> mux4_2 -> buf_2
Post-Syn Area per Cell = 20.9 um^2
detailed-router iteration count before antenna repair = 3
RSZ-0062 raised after global routing = true
period utilization = 136%
post-synthesis cell type count = 5
Int Pwr = 0.000660 W
register area = 0 um^2
slew of the pin with the lowest slew margin = 0.110 ns
Top Ports = 163
DRT Wirelength = 6710 um
initial antenna violation count = 2
minimum clock period = 1.36 ns
Sequential Power Share = 0%
required time worst endpoint = 0.80 ns
Avg Vias per Cell = 4.33
vias = 1212
slew margin rel. = 92.7%
gr ovfl total = 0
Die X = 94 um
Antenna Nets Post-Route = 0
CP Capture Type = output pin
worst-path fanout max = 5
sw frac = 26.5%
PD cells = 377 nW/um^2
# hold bufs at CTS = 0
Iter 0 DRT Violations = 24
Buf/Inv on CP = 4
hold_ws = 0.793 ns
vias in the first global route = 1466
NetSw = 0.000238 W
Hold Fails Final Rpt = 0
LEAKAGE = 1.15 nW
yosys stat chip area = 815 um^2
Final WS setup = -0.361 ns
post-synthesis cell count = 39
failing checks = setup timing
DIE HEIGHT = 94 um
fin. max-slew vios = 0
critical path startpoint category = input pin
VDD IR max = 179 uV
synth warn = 2
CP max stage cell = mux4_2
first-pass GRT wire length = 9430 um
yosys cell count = 39
filler cell count = 525
clock power share = 0%
sequential share of the synthesized area = 0%
clkbuf count = 0
pin count of the biggest net entering global routing = 11
slowest stage delay, CP = 0.50 ns
Top delay family on crit path = multiplexers
Most Used Layer, Global Route = met2
FMAX = 0.735 GHz
outcome = finished with violations
met3 Resource Use GR = 4.28%
post-synth design cell area = 815 um^2
crit path kind = in2out
flop count = 0
Crit path arrival time = 1.16 ns
Final TNS setup = -9.66 ns
tool warnings = 36
Area Growth Syn to Fin = 193%
maxcap violations = 0
total track usage = 14.6%
chip area = 8840 um^2
Final setup viols = 32
==> final timing paths <==
check	startpoint	endpoint	cells after the start
hold / removal	data_3[28]	mux_out[28]	3
setup / recovery	select[0]	mux_out[23]	5
==> routing by layer <==
| metal | part of all wire (%) | vias up |
|---|---|---|
| met5 | 0 | - |
| met3 | 7.3 | 2 |
| met2 | 56 | 70 |
| met4 | 0.31 | 0 |
| li1 | - | 551 |
| met1 | 36 | 589 |
==> tightest hold or removal path, stage by stage <==
cell and delay (ns):
buf_2 0.07, mux4_2 0.23, buf_6 0.09
==> stage by stage <==
stage               setup slack, ns  cells  cell area (um^2)  utilization, %
floorplan                   -0.0916     39               823               -
global placement             -0.927    267              2480            47.6
detailed placement           -0.929    267              2480            47.6
CTS                          -0.373    278              2390            45.9
global route                 -0.393    279              2380            45.7
finish                       -0.361    280              2380            45.8
==> Yosys cell counts <==
master  instances  area, um^2
mux4_2         30         676
buf_12          3        60.1
buf_2           3        15.0
mux4_1          2        52.6
buf_6           1        11.3
==> cell type report <==
cell class	count	area, um^2	share of cell area (%)
diodes	2	5.00	0.210
multi-input cells	32	721	30.2
well taps	70	87.6	3.67
repair buffers	176	1570	65.9
==> power groups by stage <==
stage	registers (W)	clock network, W	logic [W]
4_1_cts	0	0	0.000922
5_1_grt	0	0.000000000134	0.000967
6_report	0	0.000000000267	0.000898
==> timing repair <==
item / in CTS / in global routing
buffers inserted: 6 / 1
gates resized: 269 / 4
cloned: 5 / 0
setup endpoints to repair: 32 / 32
pin swaps: 0 / 0
==> layout by cell type, fill, tap and decap left out <==
| master | synthesis | final |
|---|---|---|
| buf_12 | 3 | 6 |
| buf_16 | 0 | 3 |
| buf_2 | 3 | 36 |
| buf_4 | 0 | 3 |
| buf_6 | 1 | 5 |
| buf_8 | 0 | 1 |
| bufbuf_16 | 0 | 1 |
| clkdlybuf4s15_1 | 0 | 1 |
| diode_2 | 0 | 2 |
| dlygate4sd2_1 | 0 | 120 |
| mux4_2 | 30 | 32 |
==> cells by family after synthesis <==
group                  synth area share (%)
buffers and inverters                  10.6
multiplexers                           89.4
Power and IR drop assume default switching activity.
